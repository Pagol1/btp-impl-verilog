==> design/flow/design.v <==
module full_subtractor(
    input n,
    input d,
    input bi,
    output s,
    output bo
);
    wire imm;
    assign imm = n ^ d;
    assign s = imm ^ bi;
    assign bo =  (bi & ~imm) | (~n & d);
endmodule
module fxp8s_div(
	input clk,
	input rstn,
	input [7:0] in_n,		 
	input [7:0] in_d,		 
	output [7:0] out_q,
	output div_by_zero
);
	genvar i;
	wire [2:0] div_q_mask;
	assign div_q_mask[0] = in_d[6];
	generate
		for (i=1; i<3; i=i+1) begin : DIV_MASK
			assign div_q_mask[i] = div_q_mask[i-1] | in_d[6-i];
		end
	endgenerate
	wire [3:0] div_st0_s;
	wire [3:0] div_st0_b;
	wire [3:0] div_st0_q;
	restoring_subtractor RS_lEnd_0(in_n[6], in_d[3], div_st0_b[2], out_q[6], div_st0_s[3], div_st0_b[3], div_st0_q[3]);
	generate
		for (i=2; i>=1; i=i-1) begin : RS_ROW_N_NEW_0
			restoring_subtractor RS_0(in_n[i+3], in_d[i], div_st0_b[i-1], div_st0_q[i+1], div_st0_s[i], div_st0_b[i], div_st0_q[i]);
		end
	endgenerate
	restoring_subtractor RS_rEnd_0(in_n[3], in_d[0], 1'b0, div_st0_q[1], div_st0_s[0], div_st0_b[0], div_st0_q[0]);
	assign out_q[6] = ~(div_q_mask[2] | div_st0_b[3]);
	wire [4:0] div_st1_s;
	wire [4:0] div_st1_b;
	wire [4:0] div_st1_q;
	restoring_subtractor RS_lEnd_1(div_st0_s[3], in_d[4], div_st1_b[3], out_q[5], div_st1_s[4], div_st1_b[4], div_st1_q[4]);
	generate
		for (i=3; i>=1; i=i-1) begin : RS_ROW_N_USED_1
			restoring_subtractor RS_1(div_st0_s[i-1], in_d[i], div_st1_b[i-1], div_st1_q[i+1], div_st1_s[i], div_st1_b[i], div_st1_q[i]);
		end
	endgenerate
	generate
		for (i=0; i>=1; i=i-1) begin : RS_ROW_N_NEW_1
			restoring_subtractor RS_1(in_n[i+2], in_d[i], div_st1_b[i-1], div_st1_q[i+1], div_st1_s[i], div_st1_b[i], div_st1_q[i]);
		end
	endgenerate
	restoring_subtractor RS_rEnd_1(in_n[2], in_d[0], 1'b0, div_st1_q[1], div_st1_s[0], div_st1_b[0], div_st1_q[0]);
	assign out_q[5] = ~(div_q_mask[1] | div_st1_b[4]);
	wire [5:0] div_st2_s;
	wire [5:0] div_st2_b;
	wire [5:0] div_st2_q;
	restoring_subtractor RS_lEnd_2(div_st1_s[4], in_d[5], div_st2_b[4], out_q[4], div_st2_s[5], div_st2_b[5], div_st2_q[5]);
	generate
		for (i=4; i>=1; i=i-1) begin : RS_ROW_N_USED_2
			restoring_subtractor RS_2(div_st1_s[i-1], in_d[i], div_st2_b[i-1], div_st2_q[i+1], div_st2_s[i], div_st2_b[i], div_st2_q[i]);
		end
	endgenerate
	generate
		for (i=0; i>=1; i=i-1) begin : RS_ROW_N_NEW_2
			restoring_subtractor RS_2(in_n[i+1], in_d[i], div_st2_b[i-1], div_st2_q[i+1], div_st2_s[i], div_st2_b[i], div_st2_q[i]);
		end
	endgenerate
	restoring_subtractor RS_rEnd_2(in_n[1], in_d[0], 1'b0, div_st2_q[1], div_st2_s[0], div_st2_b[0], div_st2_q[0]);
	assign out_q[4] = ~(div_q_mask[0] | div_st2_b[5]);
	wire [6:0] div_st3_s;
	wire [6:0] div_st3_b;
	wire [6:0] div_st3_q;
	restoring_subtractor RS_lEnd_3(div_st2_s[5], in_d[6], div_st3_b[5], out_q[3], div_st3_s[6], div_st3_b[6], div_st3_q[6]);
	generate
		for (i=5; i>=1; i=i-1) begin : RS_ROW_N_USED_3
			restoring_subtractor RS_3(div_st2_s[i-1], in_d[i], div_st3_b[i-1], div_st3_q[i+1], div_st3_s[i], div_st3_b[i], div_st3_q[i]);
		end
	endgenerate
	generate
		for (i=0; i>=1; i=i-1) begin : RS_ROW_N_NEW_3
			restoring_subtractor RS_3(in_n[i+0], in_d[i], div_st3_b[i-1], div_st3_q[i+1], div_st3_s[i], div_st3_b[i], div_st3_q[i]);
		end
	endgenerate
	restoring_subtractor RS_rEnd_3(in_n[0], in_d[0], 1'b0, div_st3_q[1], div_st3_s[0], div_st3_b[0], div_st3_q[0]);
	assign out_q[3] = ~div_st3_b[6];
	wire [7:0] div_st4_s;
	wire [7:0] div_st4_b;
	wire [7:0] div_st4_q;
	restoring_subtractor RS_lEnd_4(div_st3_s[6], 1'b0, div_st4_b[6], out_q[2], div_st4_s[7], div_st4_b[7], div_st4_q[7]);
	generate
		for (i=6; i>0; i=i-1) begin : RS_ROW_N_USED_4
			restoring_subtractor RS_4(div_st3_s[i-1], in_d[i], div_st4_b[i-1], div_st4_q[i+1], div_st4_s[i], div_st4_b[i], div_st4_q[i]);
		end
	endgenerate
	restoring_subtractor RS_rEnd_4(1'b0, in_d[0], 1'b0, div_st4_q[1], div_st4_s[0], div_st4_b[0], div_st4_q[0]);
	assign out_q[2] = ~div_st4_b[7];
	wire [7:0] div_st5_s;
	wire [7:0] div_st5_b;
	wire [7:0] div_st5_q;
	restoring_subtractor RS_lEnd_5(div_st4_s[6], 1'b0, div_st5_b[6], out_q[1], div_st5_s[7], div_st5_b[7], div_st5_q[7]);
	generate
		for (i=6; i>0; i=i-1) begin : RS_ROW_N_USED_5
			restoring_subtractor RS_5(div_st4_s[i-1], in_d[i], div_st5_b[i-1], div_st5_q[i+1], div_st5_s[i], div_st5_b[i], div_st5_q[i]);
		end
	endgenerate
	restoring_subtractor RS_rEnd_5(1'b0, in_d[0], 1'b0, div_st5_q[1], div_st5_s[0], div_st5_b[0], div_st5_q[0]);
	assign out_q[1] = ~div_st5_b[7];
	wire [7:0] div_st6_s;
	wire [7:0] div_st6_b;
	wire [7:0] div_st6_q;
	restoring_subtractor RS_lEnd_6(div_st5_s[6], 1'b0, div_st6_b[6], out_q[0], div_st6_s[7], div_st6_b[7], div_st6_q[7]);
	generate
		for (i=6; i>0; i=i-1) begin : RS_ROW_N_USED_6
			restoring_subtractor RS_6(div_st5_s[i-1], in_d[i], div_st6_b[i-1], div_st6_q[i+1], div_st6_s[i], div_st6_b[i], div_st6_q[i]);
		end
	endgenerate
	restoring_subtractor RS_rEnd_6(1'b0, in_d[0], 1'b0, div_st6_q[1], div_st6_s[0], div_st6_b[0], div_st6_q[0]);
	assign out_q[0] = ~div_st6_b[7];
	assign div_by_zero = ~|in_d;
	assign out_q[7] = in_n[7] ^ in_d[7];
endmodule
module restoring_subtractor(
    input in_n,
    input in_d,
    input in_b,
    input in_q,
    output out_s,
    output out_b,
    output out_q
);
    wire imm_s;
    full_subtractor FS(in_n, in_d, in_b, imm_s, out_b);
    assign out_q = in_q;
    assign out_s = in_q ? imm_s : in_n;
endmodule
==> design/flow/run.sh <==
#!/bin/bash
# OpenROAD 26Q1-2900-gdf79404cd8, Yosys 0.63+post, stock flow scripts
make -C /OpenROAD-flow-scripts/flow DESIGN_CONFIG=/design/flow/config.mk WORK_HOME=/design/flow/orfs finish
==> design/flow/config.mk <==
export PLATFORM = sky130hd
export DESIGN_NAME = fxp8s_div
export DESIGN_NICKNAME = fxp8s_div
export VERILOG_FILES = /design/flow/design.v
export SDC_FILE = /design/flow/constraint.sdc
export NUM_CORES = 4
export LEC_CHECK = 1
export CORE_AREA = 10 10 101 101
export DIE_AREA = 0 0 111 111
==> design/flow/constraint.sdc <==
current_design fxp8s_div

set clk_period 25.2
set clk_io_pct 0.2

create_clock -name clk0 -period $clk_period

set non_clock_inputs [all_inputs -no_clocks]
set_input_delay [expr $clk_period * $clk_io_pct] -clock clk0 $non_clock_inputs
set_output_delay [expr $clk_period * $clk_io_pct] -clock clk0 [all_outputs]
==> results.toml <==
# synthesis and place-and-route metrics
[timing]
worst_hold_slack_ns = 10.87
max_freq_ghz = 0.0408
rsz0062_at_grt = "false"
setup_ws_ns = 0.698
setup_viol = 0
fin_crit_sh = 0.972
hold_viol_final = 0
fin_crit_ns = 24.50
slew_violations = 0
worst_slew_pin_slew_ns = 0.351
max_slew_margin = 0.765

[worst_setup_path]
required_ns = 20.16
end_kind = "output port"
path_max_fanout = 4
criticalPathCategory = "in -> out"
slowest_delay_ns = 0.44
cp_common_cell = "fa_2"
cp_top_family = "adder cells"
crit_buf_inv = 13
cp-start-kind = "primary input"
slowest_stage = "fa_2"
crit_arrival_ns = 19.46

[pwr]
power_switching_w = 0.0000775
power_w = 0.000174
power.internal_w = 0.0000965
p_leak_nw = 1.00
pwr-share-comb = 1.000
clockPowerShare = 0
powerDensity_nw_per_um2 = 73.3
peakVddDrop_uv = 36.5
seqPwrFrac = 0
switching_share = 0.445

[placement]
dp_cells = 324
place_hpwl_mm = 3.60
gp_congestion = 0.885
numPortBuffers = 25
dp_slack_ns = -0.871

[finish]
design.seq.count = 0
drive_above_1_share = 0.459
instances_no_fill = 327
synthToLayoutAreaGrowth_pct = 39.3
seqCellArea_um2 = 0
clkbuf_count = 0

[global_routing]
antenna_found_initial = 0
grt_max_degree = 15
overflow = 0
grt_pass1_wl_mm = 7.19
first_global_vias = 1432
track_usage = 0.0678

[drt]
drc_errors = 0
viasPerCell = 4.29
routedWlPerCell_um = 12.6
drtAntennaViolNets = 0
antenna_cells = 0
totalWireLength_mm = 4.13
dr.first_iter.drc_count = 55
num_vias = 1403
firstDrtPassIters = 4

[floorplan]
die_h_um = 111
coreArea_um2 = 8130
fp-utilization = 0.210
die_x_um = 111
rows = 33
io_pins = 27
chipArea_um2 = 12300

[synth]
ys_area_um2 = 1700
yosysUniqueCellTypes = 53
avgSynthCellArea_um2 = 9.79
topCombFamilyByArea = "adder cells"
ys_sh_simple = 0.143
synth.mux.area_fraction = 0.139
netlist_area_um2 = 1700
synth_xor_xnor_area_share = 0.0257
synth_stat.cells = 174
synthAoiAreaFrac = 0.185
adder_share = 0.404
ys_seq_frac = 0
synthCells = 174
ys_warn_count = 0

[min_path]
hold_path_class = "in -> out"

[run_status]
status = "complete, no violations"

[flow_run]
maxCapViolCount = 0
warning_count = 34
-- metal layers --
layer / vias to the layer above / part of all wire / global-route usage
met2: 12 / 0.50 / 0.117
met5: - / 0 / 0
met1: 687 / 0.48 / 0.0964
met4: 0 / 0 / 0
li1: 704 / - / -
met3: 0 / 0.019 / 0.00438
-- Yosys cell counts, drive strengths merged (5+ instances only) --
cell | number | area, um2
mux2i | 6 | 60.1
buf | 10 | 82.6
nand2b | 5 | 38.8
nor2 | 7 | 28.8
mux2 | 14 | 176
fa | 25 | 500
a21oi | 10 | 50.1
ha | 15 | 188
inv | 23 | 86.3
o21ai | 6 | 41.3
-- area by class of cell --
cell class	count	area, um2
timing repair buffer	58	495
multi-input combinational	139	1650
tap	105	131
inverter	25	96.3
fill	833	5760
-- logic make-up (layout without fill, tap and decap cells) --
kind of cell | count (synthesis) | count (layout)
muxes | 20 | 20
xor gates and xnor gates | 5 | 5
buffers and inverters | 35 | 83
adders and majority gates | 40 | 40
AOI/OAI and AO/OA | 40 | 40
and+or+nand+nor | 34 | 34
-- path summary, 6_finish.rpt --
check                 startpoint           to  slack (ns)  cells after the start
worst max-delay path     in_n[3]     out_q[0]        0.70                     70
worst min-delay path     in_d[0]  div_by_zero       10.87                      4
-- stage by stage --
step	util	setup TNS [ns]	cell area (um2)
after floorplan	-	0	1710
after global placement	0.274	-0.878	2230
after detailed placement	0.274	-0.871	2230
after CTS	0.281	0	2290
after global routing	0.292	0	2370
final	0.292	0	2370
-- layout by cell type, fill, tap and decap left out, drive strengths merged, types with 5 or more instances in the layout --
cell type       n
a21oi          10
buf            34
clkdlybuf4s50  23
fa             25
ha             15
inv            24
mux2           14
mux2i           6
nand2b          5
nor2            7
o21ai           6
-- power groups by stage --
stage         logic, W  registers (W)  clock network [W]
CTS           0.000171              0                  0
finish        0.000174              0                  0
global route  0.000199              0                  0
-- timing repair --
item / 4_1_cts / 5_1_grt
pin swaps: 3 / 16
setup endpoints to repair: 1 / 1
resized: 18 / 32
hold buffers: 0 / 0
buffers inserted: 1 / 2
Power is estimated from default activity; no workload was simulated.
