### design.v
module fxp64s_var_shifter(
	input clk,
	input rstn,
	input [63:0] in_data,
	input [63:0] in_shift,
	input shift_sign,  
	output [63:0] out_data
);
	wire [63:0] sat_val;
	wire saturate;
	wire [5:0] shift_val;
	assign saturate = ~|in_shift[63:6];
	assign shift_val = in_shift[5:0];
	wire [63:0] stage_val [6:0];
	assign stage_val[0] = in_data;
	assign stage_val[1] = shift_val[0] ? (shift_sign ? {{1{in_data[63]}}, stage_val[0][63:1]} : { stage_val[0][62:0], {1{1'b0}} }) : stage_val[0];
	assign stage_val[2] = shift_val[1] ? (shift_sign ? {{2{in_data[63]}}, stage_val[1][63:2]} : { stage_val[1][61:0], {2{1'b0}} }) : stage_val[1];
	assign stage_val[3] = shift_val[2] ? (shift_sign ? {{4{in_data[63]}}, stage_val[2][63:4]} : { stage_val[2][59:0], {4{1'b0}} }) : stage_val[2];
	assign stage_val[4] = shift_val[3] ? (shift_sign ? {{8{in_data[63]}}, stage_val[3][63:8]} : { stage_val[3][55:0], {8{1'b0}} }) : stage_val[3];
	assign stage_val[5] = shift_val[4] ? (shift_sign ? {{16{in_data[63]}}, stage_val[4][63:16]} : { stage_val[4][47:0], {16{1'b0}} }) : stage_val[4];
	assign stage_val[6] = shift_val[5] ? (shift_sign ? {{32{in_data[63]}}, stage_val[5][63:32]} : { stage_val[5][31:0], {32{1'b0}} }) : stage_val[5];
	assign out_data[63] = in_data[63] & saturate;
	assign out_data[62:0] = stage_val[6][62:0] & {63{saturate}};
endmodule
### run.sh
#!/bin/bash
# OpenROAD 26Q1-2900-gdf79404cd8, Yosys 0.63+post, stock flow scripts
make -C /OpenROAD-flow-scripts/flow DESIGN_CONFIG=/design/flow/config.mk WORK_HOME=/design/flow/orfs finish
### config.mk
export PLATFORM = sky130hd
export DESIGN_NAME = fxp64s_var_shifter
export DESIGN_NICKNAME = fxp64s_var_shifter
export VERILOG_FILES = /design/flow/design.v
export SDC_FILE = /design/flow/constraint.sdc
export NUM_CORES = 4
export LEC_CHECK = 1
export CORE_UTILIZATION = 30
### constraint.sdc
current_design fxp64s_var_shifter

set clk_period 12.8
set clk_io_pct 0.2

create_clock -name clk0 -period $clk_period

set non_clock_inputs [all_inputs -no_clocks]
set_input_delay [expr $clk_period * $clk_io_pct] -clock clk0 $non_clock_inputs
set_output_delay [expr $clk_period * $clk_io_pct] -clock clk0 [all_outputs]
==> flow_metrics.tcl <==
# flow metrics
set metrics [dict create \
    fillers 3482 \
    drc 0 \
    drive_gt1_share_pct 8.01 \
    synth.logic.top_family "AND-OR/OR-AND gates" \
    pwr-share-clk_pct 0 \
    tightestPinTransition_ns 0.999 \
    row_count 66 \
    finalMaxSlewViolations 0 \
    netlist_area_um2 9880 \
    grtUsageMet2_pct 61.6 \
    grt_pass1_wl_um 97500 \
    ys_warn_count 1 \
    ys_sh_simple_pct 20.9 \
    p_switching_w 0.000377 \
    power.internal_w 0.000177 \
    peakVddDrop_mv 0.0231 \
    synth_cells 1511 \
    crit_fanout 87 \
    grt_setup_unrepaired "no" \
    drtIter0Drc 2059 \
    fp_util_pct 30.4 \
    yosysTopAreaCell "mux2i_1" \
    status "finished clean" \
    hp-start "in_shift[4]" \
    antenna_found_initial 2 \
    post_cts_buffers 0 \
    routed_wl_um 68500 \
    synth_dominant_cell_count "nor2_1" \
    ys_top_cells_by_area "mux2i_1 18%, nor2_1 7.3%, o21ai_0 7.1%" \
    tool_warnings 34 \
    start_kind "input port" \
    fin_crit_sh_pct 74.8 \
    comb_power_share_pct 100.0 \
    gr-usage-met1_pct 55.1 \
    yosys-top-cells-count "191 x nor2_1, 173 x mux2i_1, 140 x o21ai_0, 95 x nor3_1, 86 x o22ai_1" \
    synth_seq_share_pct 0 \
    fmax_ghz 0.104 \
    antenna_left 0 \
    slew_headroom_pct 33.0 \
    top_cell_area_share_pct 17.5 \
    leakage_nw 4.26 \
    hold_buffers 0 \
    slowest_stage "buf_4" \
    path_buffers 3 \
    die_h_um 183 \
    final-setup-viol-count 0 \
    seq_area_um2 0 \
    die-area_um2 33600 \
    fa_ha_area_share_pct 0 \
    track_usage_pct 40.4 \
    place.port_buffers 193 \
    synthToLayoutAreaGrowth_pct 21.0 \
    holdPathStages 4 \
    yosysChipArea_um2 9880 \
    gp_congestion 1.10 \
    crit_chain "buf_8 > buf_4 > mux2i_1 > o22ai_1 > nor2_1 > o221ai_1 > a21oi_1 > a22oi_1 > o311a_1 > clkdlybuf4s50_1" \
    worstSetupPathType "input port to output port" \
    endpoint_kind "output port" \
    avgRoutedWirePerCell_um 33.6 \
    report.power.total_w 0.000554 \
    cap_violations 0 \
    holdWs_ns 6.15 \
    viasPerCell 7.10 \
    hpwlAfterDp_um 51600 \
    die_w_um 183 \
    ios 195 \
    final_hold_viol_count 0 \
    busiest_layer "met2" \
    overflow 0 \
    cts-resized-gates 0 \
    pwr-share-seq_pct 0 \
    hp-class "input port to output port" \
    first_global_vias 13300 \
    swShare_pct 68.0 \
    grt_start_max_net_pins 88 \
    cp.required_ns 10.24 \
    pwr_density_cell_nw_per_um2 46.4 \
    min_period_ns 9.57 \
    nClkBuffers 0 \
    holdPathEnd "out_data[16]" \
    pre_cts_slack_ns 3.52 \
    syn_avg_cell_area_um2 6.54 \
    vias 14500 \
    synth-xor-area-share_pct 0 \
    grtUsageMet3_pct 6.85 \
    coreArea_um2 32500 \
    synth.mux.area_fraction_pct 21.1 \
    cp.arrival_ns 7.01 \
    critPathLaunch "in_shift[0]" \
    yosysCellCount 1511 \
    drt_pass1_iterations 8 \
    synthAoiAreaFrac_pct 48.9 \
    finalWorstSetupSlack_ns 3.23 \
    cp_top_family "AND-OR/OR-AND gates" \
    cp_slowest_stage_delay_ns 0.76 \
    yosys.cell_types.count 81 \
    final.setup.tns_ns 0 \
    seq_cell_count 0 \
]
-- per-stage QoR --
step,area (um2),instances,util (%)
6_report,11900,2041,36.8
5_1_grt,11900,2040,36.8
4_1_cts,11900,2040,36.8
3_5_place_dp,11900,2040,36.8
3_3_place_gp,11900,2040,36.8
2_1_floorplan,9880,1511,-
-- per-layer routing --
metal	part of all wire [%]	vias up
li1	-	6217
met1	40	6976
met2	44	1047
met3	10	243
met4	6.3	0
met5	0	-
-- power groups by stage --
stage | logic (W) | registers (W) | clock network [W]
CTS | 0.000529 | 0 | 0
global route | 0.000572 | 0 | 0
finish | 0.000554 | 0 | 0.0000000000114
-- final cells by class --
cell class	count	area (um2)	share of cell area [%]
timing repair buffer	252	2370	19.8
antenna	1	2.50	0.0209
multi-input combinational	1337	8990	75.3
inverter	9	33.8	0.283
tap	442	553	4.63
-- kinds of logic (layout without fill, tap and decap cells) --
family / Yosys count / in the layout
buffers and inverters: 174 / 261
AND/OR/NAND/NOR: 459 / 459
AND-OR/OR-AND: 685 / 685
multiplexers: 193 / 193
other: 0 / 1
-- worst max-delay path by stage --
stage	to	cells past startpoint
after CTS	out_data[32]	10
after global routing	out_data[39]	10
final	out_data[47]	10
-- placed cells by master, fill, tap and decap left out, types with 7 or more instances in the layout --
cell type / instances
nor3_1: 95
a22oi_1: 13
nand2_1: 80
a21oi_1: 79
a211oi_1: 82
o311ai_1: 7
and2_1: 8
o32ai_1: 13
nor2_1: 189
a221oi_1: 11
o311a_1: 9
o2bb2ai_1: 9
o221ai_1: 28
o22ai_1: 86
a31oi_1: 17
nor4_1: 19
a22o_1: 14
nand3_1: 15
a2111oi_0: 8
o31ai_1: 22
nor2b_1: 8
a211oi_2: 16
mux4_2: 11
o211a_1: 7
buf_4: 61
a21o_1: 19
a211o_1: 8
mux2i_1: 173
nand2b_1: 10
o211ai_1: 17
clkdlybuf4s50_1: 187
o21ai_0: 140
a311oi_1: 11
o21ai_1: 11
No activity file was given, so power comes from the tool's default toggle rates.
