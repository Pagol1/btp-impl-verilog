--- config.mk ---
export PLATFORM = sky130hd
export DESIGN_NAME = fxp80s_var_shifter
export DESIGN_NICKNAME = fxp80s_var_shifter
export VERILOG_FILES = /design/flow/design.v
export SDC_FILE = /design/flow/constraint.sdc
export NUM_CORES = 4
export LEC_CHECK = 1
export CORE_UTILIZATION = 30
--- constraint.sdc ---
current_design fxp80s_var_shifter

set clk_period 10.4
set clk_io_pct 0.2

create_clock -name clk0 -period $clk_period

set non_clock_inputs [all_inputs -no_clocks]
set_input_delay [expr $clk_period * $clk_io_pct] -clock clk0 $non_clock_inputs
set_output_delay [expr $clk_period * $clk_io_pct] -clock clk0 [all_outputs]
--- run.sh ---
#!/bin/bash
# OpenROAD 26Q1-2900-gdf79404cd8, Yosys 0.63+post, stock flow scripts
make -C /OpenROAD-flow-scripts/flow DESIGN_CONFIG=/design/flow/config.mk WORK_HOME=/design/flow/orfs finish
--- design.v ---
module fxp80s_var_shifter(
	input clk,
	input rstn,
	input [79:0] in_data,
	input [79:0] in_shift,
	input shift_sign,  
	output [79:0] out_data
);
	wire [79:0] sat_val;
	wire saturate;
	wire [6:0] shift_val;
	assign saturate = ~|in_shift[79:7];
	assign shift_val = in_shift[6:0];
	wire [79:0] stage_val [7:0];
	assign stage_val[0] = in_data;
	assign stage_val[1] = shift_val[0] ? (shift_sign ? {{1{in_data[79]}}, stage_val[0][79:1]} : { stage_val[0][78:0], {1{1'b0}} }) : stage_val[0];
	assign stage_val[2] = shift_val[1] ? (shift_sign ? {{2{in_data[79]}}, stage_val[1][79:2]} : { stage_val[1][77:0], {2{1'b0}} }) : stage_val[1];
	assign stage_val[3] = shift_val[2] ? (shift_sign ? {{4{in_data[79]}}, stage_val[2][79:4]} : { stage_val[2][75:0], {4{1'b0}} }) : stage_val[2];
	assign stage_val[4] = shift_val[3] ? (shift_sign ? {{8{in_data[79]}}, stage_val[3][79:8]} : { stage_val[3][71:0], {8{1'b0}} }) : stage_val[3];
	assign stage_val[5] = shift_val[4] ? (shift_sign ? {{16{in_data[79]}}, stage_val[4][79:16]} : { stage_val[4][63:0], {16{1'b0}} }) : stage_val[4];
	assign stage_val[6] = shift_val[5] ? (shift_sign ? {{32{in_data[79]}}, stage_val[5][79:32]} : { stage_val[5][47:0], {32{1'b0}} }) : stage_val[5];
	assign stage_val[7] = shift_val[6] ? (shift_sign ? {{64{in_data[79]}}, stage_val[6][79:64]} : { stage_val[6][15:0], {64{1'b0}} }) : stage_val[6];
	assign out_data[79] = in_data[79] & saturate;
	assign out_data[78:0] = stage_val[7][78:0] & {79{saturate}};
endmodule
==> impl_metrics.py <==
# Physical implementation metrics
metrics = {
    "hold_path": {
        "hold_class": "in -> out",
        "holdCritStartpoint": "in_shift[4]",
        "hold_depth": 4,
    },
    "global_routing": {
        "grt_pass1_vias": 16600,
        "gr-usage-all-layers": 0.391,
        "antenna_found_initial": 2,
        "grt_max_degree": 139,
        "grt_pass1_wl_um": 126000,
        "grt_overflow": 0,
    },
    "floorplan": {
        "rows": 77,
        "die-area_mm2": 0.0456,
        "die_x_um": 214,
        "ioPinCount": 243,
        "die_y_um": 214,
        "initCoreUtil": 0.304,
        "design.core.area_mm2": 0.0442,
    },
    "sta": {
        "slew-limit-headroom": 0.329,
        "slew_violations": 0,
        "finalCriticalPeriod_ns": 8.72,
        "setup_viol": 0,
        "timing.hold.ws_ns": 5.08,
        "rsz0062_at_grt": "false",
        "min_period_over_period": 0.838,
        "tns_ns": 0,
        "worstMarginPinSlew_ns": 1.01,
        "max_freq_mhz": 115,
        "fin_ws_ns": 1.68,
        "hold_violations": 0,
    },
    "run": {
        "max_cap_viol_count": 0,
        "tool_warnings": 36,
    },
    "routing": {
        "met3WireLength_um": 10400,
        "drc": 0,
        "antenna-diode-count": 0,
        "drt-initial-drc-count": 2183,
        "viasPerCell": 6.85,
        "wl_per_cell_um": 33.1,
        "top_layer_used": "met5",
        "wl_met1_um": 37700,
        "vias": 18600,
        "wl_um": 89800,
        "postRouteAntennaNets": 0,
        "dr.pass1.iters": 6,
        "met2_length_um": 36800,
    },
    "power_and_ir_drop": {
        "peakVddDrop_mv": 0.0535,
        "p_leak_nw": 5.86,
        "power.density_mw_per_mm2": 59.4,
    },
    "synth": {
        "area_leaders": "mux2i_1, mux4_2, nor2_1, mux2_2, a21oi_1",
        "avgSynthCellArea_um2": 6.71,
        "ys_area_mm2": 0.0134,
        "synth_seq_share": 0,
        "yosysWarnings": 1,
        "synth_cell_types": 81,
        "yosysTopAreaCellShare": 0.149,
        "yosysTopAreaCell": "mux2i_1",
        "netlist_area_mm2": 0.0134,
        "syn_inst": 2001,
        "ys_cells": 2001,
    },
    "place": {
        "dp_slack_ns": 1.75,
        "port_buffers": 241,
        "gp_congestion": 1.05,
        "placed_area_mm2": 0.0163,
        "dp_hpwl_um": 69400,
    },
    "critical_path": {
        "worst_setup_path_start_kind": "input pin",
        "crit_required_ns": 8.32,
        "critical_path.max_fanout": 70,
        "cp-endpoint": "out_data[69]",
        "end_kind": "output pin",
        "cp_cell_sequence": "buf_8 > buf_4 > mux2i_1 > o22ai_1 > nor2_1 > o221ai_1 > o211ai_1 > o21bai_1 > a211oi_1 > nor4_1 > clkdlybuf4s50_1",
        "slowest_stage": "o221ai_1",
        "arrival_ns": 6.64,
        "path_class": "in -> out",
        "cpPeakStageDelay_ns": 0.76,
        "worstSetupStartpoint": "shift_sign",
    },
    "clocking": {
        "cts_resized": 0,
        "cts_hold_buf": 0,
        "post_cts_buffers": 0,
    },
    "final_layout": {
        "nFillCells": 4724,
        "drive_gt1_frac": 0.125,
        "area_delta_synth_final_pct": 21.2,
        "clock_buffers": 0,
        "flop_area_um2": 0,
        "ff_count": 0,
        "final_area_mm2": 0.0163,
        "final_util": 0.368,
    },
    "outcome": {
        "status": "finished, final reports clean",
    },
}
[critical path: cells and delay by family]
family          cells  cell delay, ns
buf+inv             3            1.58
compound gates      5            2.12
simple gates        2            0.65
mux                 1            0.15
[per-stage QoR]
step,instances,power (mW)
2_1_floorplan,2001,0.542
3_3_place_gp,2711,0.926
3_5_place_dp,2711,0.924
4_1_cts,2711,0.927
5_1_grt,2711,1.00
6_report,2711,0.966
[cell families (layout without fill, tap and decap cells)]
| logic type | Yosys count | count (layout) | synth area share |
|---|---|---|---|
| AND-OR/OR-AND | 792 | 792 | 0.408 |
| buffers and inverters | 248 | 366 | 0.0861 |
| multiplexers | 321 | 321 | 0.292 |
| AND/OR/NAND/NOR | 640 | 640 | 0.213 |
[worst min path at each step]
| stage | to | slack, ns |
|---|---|---|
| 4_1_cts | out_data[39] | 5.06 |
| 5_1_grt | out_data[39] | 5.08 |
| 6_report | out_data[39] | 5.08 |
[placed cells by master, fill, tap and decap left out, types with 26 or more instances in the layout]
cell type	synthesis	final
nor2_1	249	247
clkdlybuf4s50_1	0	235
mux2i_1	200	200
nand2_1	158	158
a21oi_1	156	156
o21ai_0	130	130
buf_4	17	94
nor3_1	92	92
a211oi_1	91	91
mux2_2	71	71
o22ai_1	64	64
mux4_2	50	50
o211ai_1	38	38
a31oi_1	38	38
inv_1	31	29
o221ai_1	26	26
[power by group]
group / internal, mW / switching, mW / total [mW]
clock: 0 / 0 / 0
combinational: 0.330 / 0.636 / 0.966
sequential: 0 / 0 / 0
total: 0.330 / 0.636 / 0.966
[per-layer routing]
metal / up-vias / track usage
met3: 192 / 0.103
li1: 8101 / -
met1: 8977 / 0.553
met2: 1281 / 0.560
met4: 6 / 0.172
met5: - / 0
[cells in the mapped netlist (9+ instances only)]
cell type / n
clkbuf_1: 128
a21oi_1: 156
a221oi_1: 22
a311oi_1: 15
or2_2: 13
o311ai_0: 9
buf_6: 15
o21a_1: 15
nor4_1: 24
nand2_1: 158
o211ai_1: 38
inv_1: 31
mux2_2: 71
nand3_1: 18
o31ai_1: 23
o21ai_0: 130
mux4_2: 50
a21o_1: 14
and2_1: 17
a211o_1: 14
buf_4: 17
a22oi_1: 10
o22ai_1: 64
and3_1: 10
nand2b_1: 20
o2111ai_1: 10
buf_1: 16
a31oi_1: 38
o32ai_1: 11
a211oi_1: 91
mux2i_1: 200
o221ai_1: 26
buf_2: 37
nor3_1: 92
nor2_1: 249
or3_1: 9
[area by class of cell]
cell class	count	area, um^2	area share
multi-input combinational	1753	12300	0.754
inverter	33	125	0.00769
tap	592	741	0.0455
timing repair buffer	333	3130	0.192
Power and IR drop assume default switching activity.
