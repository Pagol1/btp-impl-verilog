File: run.sh
#!/bin/bash
# OpenROAD 26Q1-2900-gdf79404cd8, Yosys 0.63+post, stock flow scripts
make -C /OpenROAD-flow-scripts/flow DESIGN_CONFIG=/design/flow/config.mk WORK_HOME=/design/flow/orfs finish
File: config.mk
export PLATFORM = sky130hd
export DESIGN_NAME = fxp32s_var_shifter
export DESIGN_NICKNAME = fxp32s_var_shifter
export VERILOG_FILES = /design/flow/design.v
export SDC_FILE = /design/flow/constraint.sdc
export NUM_CORES = 4
export LEC_CHECK = 1
export CORE_UTILIZATION = 50
File: constraint.sdc
current_design fxp32s_var_shifter

set clk_period 7.2
set clk_io_pct 0.2

create_clock -name clk0 -period $clk_period

set non_clock_inputs [all_inputs -no_clocks]
set_input_delay [expr $clk_period * $clk_io_pct] -clock clk0 $non_clock_inputs
set_output_delay [expr $clk_period * $clk_io_pct] -clock clk0 [all_outputs]
File: design.v
module fxp32s_var_shifter(
	input clk,
	input rstn,
	input [31:0] in_data,
	input [31:0] in_shift,
	input shift_sign,  
	output [31:0] out_data
);
	wire [31:0] sat_val;
	wire saturate;
	wire [4:0] shift_val;
	assign saturate = ~|in_shift[31:5];
	assign shift_val = in_shift[4:0];
	wire [31:0] stage_val [5:0];
	assign stage_val[0] = in_data;
	assign stage_val[1] = shift_val[0] ? (shift_sign ? {{1{in_data[31]}}, stage_val[0][31:1]} : { stage_val[0][30:0], {1{1'b0}} }) : stage_val[0];
	assign stage_val[2] = shift_val[1] ? (shift_sign ? {{2{in_data[31]}}, stage_val[1][31:2]} : { stage_val[1][29:0], {2{1'b0}} }) : stage_val[1];
	assign stage_val[3] = shift_val[2] ? (shift_sign ? {{4{in_data[31]}}, stage_val[2][31:4]} : { stage_val[2][27:0], {4{1'b0}} }) : stage_val[2];
	assign stage_val[4] = shift_val[3] ? (shift_sign ? {{8{in_data[31]}}, stage_val[3][31:8]} : { stage_val[3][23:0], {8{1'b0}} }) : stage_val[3];
	assign stage_val[5] = shift_val[4] ? (shift_sign ? {{16{in_data[31]}}, stage_val[4][31:16]} : { stage_val[4][15:0], {16{1'b0}} }) : stage_val[4];
	assign out_data[31] = in_data[31] & saturate;
	assign out_data[30:0] = stage_val[5][30:0] & {31{saturate}};
endmodule
==> results.py <==
# Physical implementation metrics
metrics = {
    "status": {
        "status": "completed",
    },
    "sta": {
        "setup_viol": 0,
        "layout_min_cycle_time_ns": 6.29,
        "rsz0062_at_grt": "no",
        "slew_headroom_pct": 34.7,
        "max_slew.worst_pin.slew_ns": 0.971,
        "fin_crit_sh_pct": 87.4,
        "hold_viol": 0,
        "setup_tns_ns": 0,
        "report.final.slew_viol_count": 0,
        "max_clock_freq_ghz": 0.159,
    },
    "worst_hold_path": {
        "hold_path_startpoint": "shift_sign",
        "hold_end": "out_data[11]",
        "min_path_cells": 4,
        "hp-class": "in -> out",
    },
    "setup_path": {
        "critPathCaptureType": "output pin",
        "cp_max_fo": 65,
        "cp_cell_sequence": "buf_4, buf_4, mux2i_1, a211oi_1, nor3_2, o21ai_0, a2111oi_0, a211oi_1, clkdlybuf4s50_1",
        "required_ns": 5.76,
        "crit_arrival_ns": 4.85,
        "slowest_delay_ns": 0.63,
        "cp_slowest_cell": "buf_4",
        "critPathKind": "in -> out",
        "startpoint_type": "primary input",
    },
    "cells_and_area": {
        "drive_gt1_share_pct": 9.41,
        "clkbuf_count": 0,
        "flops": 0,
        "register_area_um2": 0,
        "layout_top_cell": "clkdlybuf4s50_1",
        "most-common-layout-cells": "clkdlybuf4s50_1, nor2_1, mux2i_1",
        "final_area_mm2": 0.00521,
        "synthToLayoutAreaGrowth_pct": 19.0,
    },
    "floorplan": {
        "ioPinCount": 99,
        "fp_util_pct": 52.5,
        "coreArea_mm2": 0.00834,
        "die_h_um": 95.6,
        "num_rows": 33,
        "die_area_mm2": 0.00913,
        "die_w_um": 95.6,
    },
    "route": {
        "drtAntennaViolNets": 0,
        "drtPass1Iterations": 5,
        "dr.first_iter.drc_count": 673,
        "vias": 6015,
        "drc": 0,
        "routed_wl_um": 19700,
        "viasPerCell": 7.36,
        "antenna_cells": 0,
        "wire_per_inst_um": 24.2,
    },
    "cts": {
        "cts_setup_buffers": 0,
        "ctsResizeCount": 0,
        "cts_hold_buf": 0,
    },
    "synth": {
        "top_area_cell": "mux2i_1",
        "synthCells": 665,
        "ys_cells": 665,
        "yosys_warnings": 1,
        "synth_top_area_share_pct": 15.3,
        "ys_area_mm2": 0.00438,
        "synth_area_mm2": 0.00438,
        "ys_seq_share_pct": 0,
        "synth.distinct_cells": 71,
        "syn_avg_cell_area_um2": 6.58,
        "area_leaders": "mux2i_1, nor2_1, a21oi_1, nand2_1, o21ai_0",
    },
    "run": {
        "drv_cap": 0,
        "warnings": 35,
    },
    "power_and_ir_drop": {
        "irDropWorstVdd_mv": 0.0674,
        "power_density_mw_per_mm2": 66.2,
        "p_leak_nw": 1.96,
    },
    "global_route": {
        "grt_overflow": 0,
        "grt_antenna_before_repair": 0,
        "grt_max_degree": 75,
        "grt_pass1_wl_um": 30500,
        "track_usage_pct": 45.2,
        "grt_pass1_vias": 5492,
    },
    "placed_design": {
        "portBuffers": 97,
        "globalplace.congestion": 1.11,
        "hpwlAfterDp_um": 14500,
        "placed_area_mm2": 0.00521,
    },
}
[worst max-delay path, delay by kind of cell]
family | cells | cell delay [ns]
buffers and inverters | 3 | 1.56
AND-OR/OR-AND | 4 | 1.00
AND/OR/NAND/NOR | 1 | 0.51
multiplexers | 1 | 0.28
[routing by layer]
metal  up-vias  share of wire, %  global-route usage, %  wire length [um]
met1      2741                38                   61.9              7470
li1       2680                 -                      -                 -
met4         0               6.5                   25.2              1280
met5         -                 0                      0                 0
met2       506                42                   65.7              8220
met3        88                14                   9.89              2770
[where the power goes]
part	internal (mW)	switching, mW	total (mW)	leakage [nW]
Clock	0	0	0	0
Combinational	0.130	0.215	0.345	1.96
Sequential	0	0	0	0
Total	0.130	0.215	0.345	1.96
[stage by stage]
step	power (mW)	hold WS (ns)	util, %	cells	worst slack [ns]
CTS	0.331	3.86	62.5	817	1.07
floorplan	0.219	3.06	-	665	2.74
global route	0.365	3.91	62.5	817	0.784
detailed placement	0.330	3.85	62.5	817	1.11
global placement	0.326	3.86	62.5	817	1.07
finish	0.345	3.87	62.5	817	0.910
[Yosys cell counts, drive strengths merged, types with 3 or more instances]
| master | count |
|---|---|
| o31ai | 6 |
| a211oi | 38 |
| nor2 | 90 |
| nand2b | 8 |
| or2 | 6 |
| o211a | 5 |
| a31o | 3 |
| o32ai | 5 |
| o211ai | 9 |
| a31oi | 7 |
| o311ai | 3 |
| buf | 39 |
| mux2i | 67 |
| mux2 | 10 |
| a21o | 7 |
| a32o | 3 |
| mux4 | 9 |
| and3 | 5 |
| nor3 | 23 |
| o2111ai | 3 |
| nand4 | 5 |
| a221oi | 6 |
| a221o | 6 |
| o21a | 5 |
| clkbuf | 25 |
| nor4 | 10 |
| inv | 9 |
| o22ai | 7 |
| a2111oi | 6 |
| o21ai | 49 |
| o221ai | 7 |
| nand2 | 65 |
| or3 | 4 |
| nand3 | 11 |
| and2 | 5 |
| a21oi | 60 |
| nor2b | 5 |
| a211o | 13 |
[kinds of logic after synthesis]
kind of cell,Yosys count,synth area share (%)
AOI/OAI and AO/OA,263,43.1
buffers and inverters,75,9.17
muxes,86,22.7
and+or+nand+nor,241,25.0
[layout make-up]
cell class | instances | area (um2)
inverter | 11 | 41.3
timing repair buffer | 111 | 1060
tap | 105 | 131
multi-input combinational | 590 | 3980
fill | 740 | 3130
[worst max-delay path by stage]
stage	start	end	cells after the start
4_1_cts	shift_sign	out_data[29]	9
5_1_grt	shift_sign	out_data[3]	9
6_report	shift_sign	out_data[29]	9
Power figures rest on the tool's default switching activity, not on a simulated workload.
