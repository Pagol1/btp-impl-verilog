File: design/flow/config.mk
export PLATFORM = sky130hd
export DESIGN_NAME = fxp40s_var_shifter
export DESIGN_NICKNAME = fxp40s_var_shifter
export VERILOG_FILES = /design/flow/design.v
export SDC_FILE = /design/flow/constraint.sdc
export NUM_CORES = 4
export LEC_CHECK = 1
export CORE_UTILIZATION = 30
File: design/flow/constraint.sdc
current_design fxp40s_var_shifter

set clk_period 4.6
set clk_io_pct 0.2

create_clock -name clk0 -period $clk_period

set non_clock_inputs [all_inputs -no_clocks]
set_input_delay [expr $clk_period * $clk_io_pct] -clock clk0 $non_clock_inputs
set_output_delay [expr $clk_period * $clk_io_pct] -clock clk0 [all_outputs]
File: design/flow/design.v
module fxp40s_var_shifter(
	input clk,
	input rstn,
	input [39:0] in_data,
	input [39:0] in_shift,
	input shift_sign,  
	output [39:0] out_data
);
	wire [39:0] sat_val;
	wire saturate;
	wire [5:0] shift_val;
	assign saturate = ~|in_shift[39:6];
	assign shift_val = in_shift[5:0];
	wire [39:0] stage_val [6:0];
	assign stage_val[0] = in_data;
	assign stage_val[1] = shift_val[0] ? (shift_sign ? {{1{in_data[39]}}, stage_val[0][39:1]} : { stage_val[0][38:0], {1{1'b0}} }) : stage_val[0];
	assign stage_val[2] = shift_val[1] ? (shift_sign ? {{2{in_data[39]}}, stage_val[1][39:2]} : { stage_val[1][37:0], {2{1'b0}} }) : stage_val[1];
	assign stage_val[3] = shift_val[2] ? (shift_sign ? {{4{in_data[39]}}, stage_val[2][39:4]} : { stage_val[2][35:0], {4{1'b0}} }) : stage_val[2];
	assign stage_val[4] = shift_val[3] ? (shift_sign ? {{8{in_data[39]}}, stage_val[3][39:8]} : { stage_val[3][31:0], {8{1'b0}} }) : stage_val[3];
	assign stage_val[5] = shift_val[4] ? (shift_sign ? {{16{in_data[39]}}, stage_val[4][39:16]} : { stage_val[4][23:0], {16{1'b0}} }) : stage_val[4];
	assign stage_val[6] = shift_val[5] ? (shift_sign ? {{32{in_data[39]}}, stage_val[5][39:32]} : { stage_val[5][7:0], {32{1'b0}} }) : stage_val[5];
	assign out_data[39] = in_data[39] & saturate;
	assign out_data[38:0] = stage_val[6][38:0] & {39{saturate}};
endmodule
File: design/flow/run.sh
#!/bin/bash
# OpenROAD 26Q1-2900-gdf79404cd8, Yosys 0.63+post, stock flow scripts
make -C /OpenROAD-flow-scripts/flow DESIGN_CONFIG=/design/flow/config.mk WORK_HOME=/design/flow/orfs finish
==> results.sh <==
# yosys + openroad results
export IMPL_outcome="completed"
export IMPL_yosys_area_top_type_share=0.171
export IMPL_chipArea_mm2=0.0182
export IMPL_endpoint_kind="output pin"
export IMPL_place_area_mm2=0.00749
export IMPL_postRouteAntennaNets=0
export IMPL_drc=0
export IMPL_critPathMaxStageDelay_ns=0.60
export IMPL_setup_viol=0
export IMPL_finalCriticalPeriod_ns=4.53
export IMPL_antenna_found_initial=1
export IMPL_slew_viol_final=0
export IMPL_finalWorstSetupSlack_ns=0.0735
export IMPL_nClkBuffers=0
export IMPL_place_hpwl_um=20300
export IMPL_grt_pass1_vias=6862
export IMPL_fp_util=0.307
export IMPL_syn_cell_area_mm2=0.00531
export IMPL_drt_total_wl_um=25800
export IMPL_worstPathRequired_ns=3.68
export IMPL_ioPinCount=123
export IMPL_hold_viol=0
export IMPL_leakagePower_nw=3.05
export IMPL_coreArea_mm2=0.0173
export IMPL_grt_pass1_wl_um=39900
export IMPL_drive_gt1_frac=0.228
export IMPL_vias_per_cell=6.13
export IMPL_finalCritPeriodShare=0.984
export IMPL_path_buffers=3
export IMPL_final_core_util=0.443
export IMPL_crit_arrival_ns=3.61
export IMPL_p_per_area_mw_per_mm2=110
export IMPL_yosysCellCount=812
export IMPL_peakVddDrop_mv=0.0536
export IMPL_io_buffer_count=121
export IMPL_slowest_stage="clkdlybuf4s50_1"
export IMPL_crit_chain="clkdlybuf4s50_1, buf_4, mux2i_1, mux4_2, mux2i_1, a2111oi_0, nor4_1, clkdlybuf4s50_1"
export IMPL_place_gp_congestion=1.01
export IMPL_flop_area_um2=0
export IMPL_grt_usage=0.283
export IMPL_die_h_um=135
export IMPL_worst_setup_path_start_kind="primary input"
export IMPL_synth_cell_types=76
export IMPL_ys_chip_area_mm2=0.00531
export IMPL_postSynthSeqShare=0
export IMPL_warnings=34
export IMPL_path_max_fanout=6
export IMPL_seq_cells=0
export IMPL_whs_ns=2.89
export IMPL_top_cell="nor2_1"
export IMPL_cp_top_family="buffers and inverters"
export IMPL_drtPass1Iterations=7
export IMPL_path_class="in2out"
export IMPL_cap_violations=0
export IMPL_ys_warn_count=1
export IMPL_top_cells_by_count="nor2_1 (99), mux2i_1 (91), a21oi_1 (77)"
export IMPL_clock_fmax_ghz=0.221
export IMPL_die_w_um=135
export IMPL_postSynthAreaPerCell_um2=6.54
export IMPL_first_iter_violations=953
export IMPL_overflow=0
export IMPL_hp_class="in2out"
export IMPL_vias=7517
export IMPL_synth_cells=812
export IMPL_synth_top_cell_by_area="mux2i_1"
export IMPL_syn2layout_area_growth_pct=44.2
export IMPL_rows=48
export IMPL_final_cell_area_mm2=0.00766
export IMPL_post_place_ws_ns=-0.0737
export IMPL_grt_max_degree=48
export IMPL_relSlewSlack=0.318
export IMPL_worst_slew_pin_slew_ns=1.02
export IMPL_wl_per_cell_um=21.1
export IMPL_area_leaders="mux2i_1 (17%), a21oi_1 (7.3%), nor2_1 (7.0%)"
==> logic make-up (layout without fill, tap and decap cells) <==
group / count (synthesis) / in the layout / synth area share
AND-OR/OR-AND: 332 / 332 / 0.434
buffers and inverters: 94 / 282 / 0.100
multiplexers: 111 / 111 / 0.229
other: 0 / 1 / 0
AND/OR/NAND/NOR: 275 / 275 / 0.237
==> area by class of cell <==
class	count	area (um2)
repair buffers	268	2400
multi-input cells	718	4920
fillers	1766	9640
well taps	225	282
diodes	1	2.50
inverters	14	52.6
==> worst paths after layout <==
path / end / from / slack [ns] / depth (start not counted)
max: out_data[11] / in_data[9] / 0.07 / 8
min: out_data[28] / in_shift[2] / 2.89 / 5
==> metrics by stage <==
step | total power [mW] | std cells | TNS [ns]
2_1_floorplan | 0.461 | 812 | 0
3_3_place_gp | 0.808 | 1224 | -0.252
3_5_place_dp | 0.805 | 1224 | -0.172
4_1_cts | 0.809 | 1224 | 0
5_1_grt | 0.897 | 1226 | -0.0321
6_report | 0.842 | 1226 | 0
==> layout by cell type, fill, tap and decap left out, types with 4 or more instances in the layout <==
master	count
o21a_1	4
nor3_2	4
dlymetal6s2s_1	8
clkdlybuf4s50_1	106
mux4_2	6
a21oi_2	5
buf_2	4
a221oi_1	5
nand2_1	76
a21oi_1	75
a31oi_1	17
a211oi_2	9
a311oi_1	11
o22ai_1	47
mux2i_1	91
buf_12	7
buf_4	140
nor2_2	6
nor3_1	30
a211oi_1	23
nand3_1	4
nand2b_1	22
o21ai_0	39
mux2_2	13
nor4_1	14
o211ai_1	7
nor2_1	97
a211o_1	5
or3_1	4
o21ai_1	4
o31ai_1	6
inv_1	12
o221ai_1	12
==> layer usage <==
layer / routed length (um) / global-route usage
met2: 11900 / 0.453
met5: 0 / 0
met1: 11200 / 0.408
met4: 1090 / 0.0974
met3: 1620 / 0.0111
==> report_power, final <==
| group | switching (mW) | leakage, nW | internal [mW] | total, mW |
|---|---|---|---|---|
| Clock | 0 | 0.00000634 | 0.0000000290 | 0.0000000291 |
| Sequential | 0 | 0 | 0 | 0 |
| Combinational | 0.479 | 3.05 | 0.364 | 0.842 |
| Total | 0.479 | 3.05 | 0.364 | 0.842 |
==> tightest hold or removal path: cells and delay by family <==
family          cells  cell delay (ns)
compound gates      3             0.40
buf+inv             2             0.64
==> what timing repair did <==
item,in CTS,in global routing
hold buffers,0,0
setup buffers,0,1
resized,4,36
endpoints found under the setup margin,6,25
pin swaps,1,8
Power figures rest on the tool's default switching activity, not on a simulated workload.
